--- flow/config.mk ---
export PLATFORM = sky130hd
export DESIGN_NAME = snn_top
export DESIGN_NICKNAME = snn_top
export VERILOG_FILES = /design/flow/design.v
export SDC_FILE = /design/flow/constraint.sdc
export NUM_CORES = 4
export LEC_CHECK = 1
export CORE_UTILIZATION = 50
--- flow/constraint.sdc ---
current_design snn_top

set clk_period 6.7
set clk_io_pct 0.2

create_clock -name clk0 -period $clk_period [get_ports {i_clk}]

set non_clock_inputs [all_inputs -no_clocks]
set_input_delay [expr $clk_period * $clk_io_pct] -clock clk0 $non_clock_inputs
set_output_delay [expr $clk_period * $clk_io_pct] -clock clk0 [all_outputs]
--- flow/design.v ---
`timescale 1ns / 1ps
module input_layer_node(
    input i_clk,
    input i_rstn,
    input [7:0] i_data,
    output reg [7:0] o_data
    );
    parameter THRESHOLD = 1;
    always @ (posedge i_clk or negedge i_rstn) begin
        if (!i_rstn) begin
            o_data <= 0;
        end         
        else begin
            if ( i_data >= THRESHOLD ) begin
                o_data <= i_data;          
            end
            else begin
                o_data <= 0;           
            end       
        end   
    end
endmodule
`timescale 1ns / 1ps
module middle_layer0(
    input i_clk,
    input i_rstn,
    input [7:0] i_data0,
    input [7:0] i_data1,
    input [7:0] i_data2,
    output reg [7:0] o_data
    );
    parameter THRESHOLD = 1;
    reg [7:0] sum; 
    always_comb sum = i_data0 + i_data1 + i_data2;
    always @ (posedge i_clk or negedge i_rstn) begin
        if (!i_rstn) begin
            o_data <= 0;
        end         
        else begin
            if ( sum >= THRESHOLD ) begin
                o_data <= sum;            
            end            
            else begin
                o_data <= 0;           
            end       
        end   
    end       
endmodule
`timescale 1ns / 1ps
module middle_layer1(
    input i_clk,
    input i_rstn,
    input [7:0] i_data0,
    input [7:0] i_data1,
    input [7:0] i_data2,
    input [7:0] i_data3,
    output reg [7:0] o_data
    );
    parameter THRESHOLD = 1;
    reg [7:0] sum; 
    always_comb sum = i_data0 + i_data1 + i_data2 + i_data3;
    always @ (posedge i_clk or negedge i_rstn) begin
        if (!i_rstn) begin
            o_data <= 0;
        end         
        else begin
            if ( sum >= THRESHOLD ) begin
                o_data <= sum;
            end
            else begin
                o_data <= 0;
            end       
        end   
    end           
endmodule
`timescale 1ns / 1ps
module output_layer_node(
    input i_clk,
    input i_rstn,
    input [7:0] i_data0,
    input [7:0] i_data1,
    input [7:0] i_data2,
    input [7:0] i_data3,
    output reg [7:0] o_data
    );
    parameter THRESHOLD = 1;
    reg [7:0] sum; 
    always_comb sum = i_data0 + i_data1 + i_data2 + i_data3;
    always @ (posedge i_clk or negedge i_rstn) begin
        if (!i_rstn) begin
            o_data <= 0;
        end         
        else begin
            if ( sum >= THRESHOLD ) begin
                o_data <= sum;
            end
            else begin
                o_data <= 0;
            end       
        end   
    end           
endmodule
`timescale 1ns / 1ps
module snn_top(
    input i_clk,
    input i_rstn,
    input [7:0] i_data0,
    input [7:0] i_data1,
    input [7:0] i_data2,
    output [7:0] o_data0,
    output [7:0] o_data1,
    output [7:0] o_data2
    );
    wire [7:0] data_in_p [2:0];
    wire [7:0] mid_layer0_p [3:0];
    wire [7:0] mid_layer1_p [3:0];
    wire [7:0] data_out_p [2:0];
    wire [7:0] i_data_array [2:0];
    assign i_data_array[0] = i_data0;
    assign i_data_array[1] = i_data1;
    assign i_data_array[2] = i_data2;
    genvar i;
    generate 
        for (i = 0; i < 3; i = i + 1) begin : input_loop
            input_layer_node #(.THRESHOLD(i)) 
            input_node_inst (
                .i_clk(i_clk),
                .i_rstn(i_rstn),
                .i_data(i_data_array[i]),
                .o_data(data_in_p[i])                
            );  
        end 
    endgenerate
    genvar j;
    generate
        for (j = 0; j < 4; j = j + 1) begin : mid_layer0_loop
            middle_layer0 #(.THRESHOLD(j*2))
            middle_node0_inst (
                .i_clk(i_clk),
                .i_rstn(i_rstn),
                .i_data0(data_in_p[0]),
                .i_data1(data_in_p[1]),
                .i_data2(data_in_p[2]),
                .o_data(mid_layer0_p[j])
            );
        end    
    endgenerate
    genvar k;
    generate
        for (k = 0; k < 4; k = k + 1) begin : mid_layer1_loop
            middle_layer1 #(.THRESHOLD(k*3))
            middle_node1_inst (
                .i_clk(i_clk),
                .i_rstn(i_rstn),
                .i_data0(mid_layer0_p[0]),
                .i_data1(mid_layer0_p[1]),
                .i_data2(mid_layer0_p[2]),
                .i_data3(mid_layer0_p[3]),
                .o_data(mid_layer1_p[k])
            );
        end    
    endgenerate
    genvar m;
    generate
        for (m = 0; m < 3; m = m + 1) begin : out_layer_loop
            output_layer_node #(.THRESHOLD(m*4))
            middle_node1_inst (
                .i_clk(i_clk),
                .i_rstn(i_rstn),
                .i_data0(mid_layer1_p[0]),
                .i_data1(mid_layer1_p[1]),
                .i_data2(mid_layer1_p[2]),
                .i_data3(mid_layer1_p[3]),
                .o_data(data_out_p[m])
            );
        end    
    endgenerate
    assign o_data0 = data_out_p[0];       
    assign o_data1 = data_out_p[1];
    assign o_data2 = data_out_p[2];
endmodule
--- flow/run.sh ---
#!/bin/bash
# OpenROAD 26Q1-2900-gdf79404cd8, Yosys 0.63+post, stock flow scripts
make -C /OpenROAD-flow-scripts/flow DESIGN_CONFIG=/design/flow/config.mk WORK_HOME=/design/flow/orfs finish
==> notes.md <==
yosys + openroad results -> cell taking the most area after synthesis=dfrtp_1, worst slew pin tran=between 0.8 and 0.9 ns, design area=roughly 6000 um^2, yosys cell count=roughly 420, post-route ant nets=0, first-pass GRT wire length=about 12 mm, cts bufs inserted=9, maximum clock rate=253 MHz, clk slew on worst S/H paths=0.09 ns, GRT Total Usage=between 10 and 15%, syn_area_per_cell=between 10 and 15 um^2, total gr overflow=0, worst setup margin=around 2.7 ns, I/O pin count=~50, gpl congestion=0.764, fin. max-slew vios=0, setup bufs post-CTS=0, DIE HEIGHT=between 100 and 150 um, IO Port Bufs=just under 50, WL final=about 6.3 mm, Worst Path Required=about 7 ns, worst clock skew=around 0.0073 ns, initial core utilization=approximately half, initial antenna violation count=0, Hold Violations, Final=0, CTS tree=done, Post-synth EDFFs=0, RSZ-0062 raised after global routing=no, Worst-Skew Late Latency=roughly 0.36 ns, Max FO, Critical Path=12, run status=completed, worst path cell trace=inv_1 -> fa_1 -> inv_1 -> fa_1 -> ha_1 -> inv_1 -> fa_1 -> nor2b_1 -> o31a_1 -> o21ai_0 -> nand2b_1 -> xor2_1 -> inv_1 -> o31a_1, Vias=2686, CP max stage delay=between 0.6 and 0.7 ns, Tcrit/Tclk final=around 59%, total iterations of the first detailed-routing run=4, Main synth FF type=dfrtp_1, top cells by instance count after synthesis=dfrtp_1 (112), inv_1 (88), xnor2_1 (41), dpl hpwl=between 4 and 5 mm, ant diodes=0, die width=~100 um, register area share after synthesis=53.5%, Post-CTS Resized=0, Residual DRC=0, number of max-cap violations=0, count leader, synth=dfrtp_1, Flops after synth=112, Crit path arrival time=4.21 ns, Finish-stage setup viols=0, Setup crit start kind=flip-flop, Core ar.=between 10000 and 15000 um^2, DR vias/cell=4.49, Post-synth area hogs=dfrtp_1 (53%), fa_1 (14%), xnor2_1 (6.9%), family with the most delay on the worst path=adder cells, Mapped Cells=~420, Crit Path Category=reg -> reg, initial DRC count=36, CTS root buffer=clkbuf_8, Area Overhead vs Synth=14.2%, Placed Area=between 5000 and 6000 um^2, H-tree levels=3, Post-Syn Area=between 5000 and 6000 um^2, worst path bufs/invs=4, # hold bufs at CTS=0, DIE AREA=about 11000 um^2, Worst path most repeated cell=inv_1, total tool warning count=25, post-synthesis cell type count=39, pin count of the biggest net entering global routing=between 60 and 70, Final Critical Period=3.96 ns, CP max stage cell=xor2_1, Routed wire per std cell=10.5 um, vias in the first global route=roughly 2.7k, share of layout cells above drive strength 1=around 6.3%, CTS max path bufs=2, Hold WC Path Type=reg -> reg, Max-slew headroom=45.4%, Max-area cell share=a little over half, Post-Place Setup Slack=~2.8 ns, CTS sink cnt=approximately 110, final setup TNS=0 ns, Rows=37, chip area estimate from yosys synthesis=roughly 5200 um^2, ys async rst share=100%, synthesis warning total=15, Setup crit end kind=flip-flop
-- layer usage --
metal / up-vias / routed length (um) / GRT usage (%)
li1: 1341 / - / -
met1: 1277 / 2550 / 20.1
met2: 56 / 3340 / 25.0
met3: 12 / 206 / 1.79
met4: 0 / 171 / 3.27
met5: - / 0 / 0
-- cells in the final DEF, fill, tap and decap left out, types with 2 or more instances in the layout --
| cell | instances |
|---|---|
| a21o_1 | 5 |
| a21oi_1 | 27 |
| a21oi_2 | 3 |
| a31oi_1 | 6 |
| a41oi_1 | 2 |
| buf_4 | 2 |
| clkbuf_1 | 2 |
| clkbuf_8 | 10 |
| clkdlybuf4s50_1 | 48 |
| clkinvlp_4 | 2 |
| dfrtp_1 | 112 |
| fa_1 | 36 |
| ha_1 | 20 |
| inv_1 | 88 |
| nand2_1 | 3 |
| nand2b_1 | 4 |
| nor2_1 | 9 |
| nor2b_1 | 2 |
| o21a_1 | 3 |
| o21ai_0 | 7 |
| o21bai_1 | 2 |
| o31a_1 | 2 |
| xnor2_1 | 41 |
| xor2_1 | 7 |
-- per-stage QoR --
step | utilization (%) | std cells | hold WS (ns)
6_report | 58.5 | 598 | 0.515
5_1_grt | 58.5 | 598 | 0.527
4_1_cts | 58.5 | 598 | 0.527
2_1_floorplan | - | 424 | 0.477
3_5_place_dp | 56.5 | 582 | 0.497
3_3_place_gp | 56.5 | 582 | 0.493
-- flip-flops by register name (all words and copies together) (netlist names) --
register	cells
mid_layer0_loop.middle_node0_inst.o_data	32
mid_layer1_loop.middle_node1_inst.o_data	32
input_loop.input_node_inst.o_data	24
out_layer_loop.middle_node1_inst.o_data	24
-- layout make-up --
class / count / area, um^2
Sequential cell: 112 / 2800
Clock buffer: 12 / 145
Multi-Input combinational cell: 196 / 1990
Fill cell: 828 / 4250
Timing Repair Buffer: 50 / 495
Inverter: 88 / 330
Clock inverter: 4 / 53.8
Tap cell: 136 / 170
-- final timing paths --
path	to	depth (start not counted)	slack, ns	from
max	mid_layer1_loop[3].middle_node1_inst.o_data[3]	14	2.74	mid_layer0_loop[0].middle_node0_inst.o_data[1]
min	mid_layer1_loop[0].middle_node1_inst.o_data[0]	1	0.51	mid_layer0_loop[3].middle_node0_inst.o_data[0]
max reg2reg	mid_layer1_loop[3].middle_node1_inst.o_data[3]	14	2.74	mid_layer0_loop[0].middle_node0_inst.o_data[1]
min reg2reg	mid_layer1_loop[0].middle_node1_inst.o_data[0]	1	0.51	mid_layer0_loop[3].middle_node0_inst.o_data[0]
max in group asynchronous	mid_layer0_loop[3].middle_node0_inst.o_data[4]	2	4.61	i_rstn
min in group asynchronous	out_layer_loop[0].middle_node1_inst.o_data[4]	1	1.04	i_rstn
-- logic make-up after synthesis --
group | after synthesis | share of synthesized area, %
adder cells (fa/ha/maj) | 56 | 18.5
flip-flops | 112 | 53.5
AND-OR/OR-AND | 63 | 7.90
XOR/XNOR | 49 | 8.33
buffers and inverters | 116 | 8.60
AND/OR/NAND/NOR | 27 | 2.94
multiplexers | 1 | 0.215
